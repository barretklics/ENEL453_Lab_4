[flow/design.v]
module averager256
#(parameter int  
     N    = 8,    
     bits = 11)   
  (input  logic          clk,
                         EN,      
                         reset_n,
   input  logic [bits:0] Din,      
   output logic [bits:0] Q);       
  logic [bits:0] REG_ARRAY [2**N:0];                                             
  logic [2*bits:0] sum = 0;  
  always_ff @(posedge clk, negedge reset_n) 
  begin
    if(!reset_n) begin
      for(int i = 0; i < 2**N+1; i++)  
        REG_ARRAY[i] <= 0;
      Q <= 0;
		sum <= 0;
    end
    else if(EN) begin
	 for(int i = 0; i < 2**N; i++)  
		REG_ARRAY[i+1] <= REG_ARRAY[i];  
	REG_ARRAY[0] <= Din;  
	sum <= sum + REG_ARRAY[0] - REG_ARRAY[2**N];  
	Q <= sum/2**N;  
  end
 end
endmodule   
[flow/config.mk]
export PLATFORM = sky130hd
export DESIGN_NAME = averager256
export DESIGN_NICKNAME = averager256
export VERILOG_FILES = /design/flow/design.v
export SDC_FILE = /design/flow/constraint.sdc
export NUM_CORES = 4
export LEC_CHECK = 1
export CORE_UTILIZATION = 50
[flow/run.sh]
#!/bin/bash
# OpenROAD 26Q1-2900-gdf79404cd8, Yosys 0.63+post, stock flow scripts
make -C /OpenROAD-flow-scripts/flow DESIGN_CONFIG=/design/flow/config.mk WORK_HOME=/design/flow/orfs finish
[flow/constraint.sdc]
current_design averager256

set clk_period 6.6
set clk_io_pct 0.2

create_clock -name clk0 -period $clk_period [get_ports {clk}]

set non_clock_inputs [all_inputs -no_clocks]
set_input_delay [expr $clk_period * $clk_io_pct] -clock clk0 $non_clock_inputs
set_output_delay [expr $clk_period * $clk_io_pct] -clock clk0 [all_outputs]
==> out/results.tsv <==
stage	metric	value	unit
worst_hold_path	Min-Delay Path Class	in2async	
synth	Yosys chip area	116000	um^2
place	DP Wirelength	74300	um
critical_path	Crit path max-delay family	buffers and inverters	
sta	Max-slew headroom	48.8	%
synth	Mapped Cells	6819	
flow_run	tool warnings	85	
clock_tree	post-cts resize count	0	
grt	GRT Total Usage	13.5	%
cells_and_area	Finished Layout Cells	10178	
sta	Final Skew	50.5	ps
power	PwrDens	319	nW/um^2
clock_tree	Worst-path clk slew	60	ps
synth	Area leader share	67.1	%
sta	Hold Slack	360	ps
clock_tree	Num CTS Buffers	333	
clock_tree	clk sink count	3116	
clock_tree	Post-CTS Setup Repair Bufs	0	
floorplanning	Top-Level Pins	27	
floorplanning	row count	176	
cells_and_area	Layout fillers	17215	
flow_run	maxcap violations	0	
synth	number of enable flip-flop cells	0	
grt	pin count of the biggest net entering global routing	152	
sta	Hold Violations, Final	0	
critical_path	WP buf/inv	1	
synth	yosys cell count	6819	
drt	Detail Route Antenna Nets	0	
critical_path	slowest CP cell	clkdlybuf4s50_1	
drt	post-route DRC violation count	0	
place	Placed Cells	9602	
clock_tree	clk latency of the worst-skew pair	900	ps
sta	setup_tns	0	ps
place	DP Area	120000	um^2
sta	unrepaired setup endpoints after global routing	false	
critical_path	CP max stage delay	490	ps
power	Max VDD drop	0.000219	V
cells_and_area	final core utilization	56.5	%
drt	vias post-DR	52631	
drt	TritonRoute pass-1 iters	4	
cells_and_area	highest-count logic cell in the final layout	dfrtp_1	
synth	cell area after synthesis	116000	um^2
clock_tree	hold_buf cts	0	
drt	final wirelength	141000	um
place	gpl congestion	0.758	
cells_and_area	share of layout cells above drive strength 1	51.5	%
drt	Routed wire per std cell	13.9	um
synth	ys flops	3116	
clock_tree	Max clock buf depth	4	
sta	achievable clock frequency	324	MHz
critical_path	crit path DAT	1760	ps
critical_path	CP required	5280	ps
grt	initial antenna violation count	1	
synth	synth warn	2	
sta	Final period util	46.7	%
clock_tree	H-tree depth	5	
sta	Slew Viols, Final	0	
floorplanning	Core Util at FP	50.4	%
synth	prevailing post-synth register cell	dfrtp_1	
synth	Distinct cells, synth	56	
synth	Avg Cell Area, Syn	17.0	um^2
synth	FFs w/ async S/R, synth	100	%
floorplanning	core area	231000	um^2
sta	crit path time final	3080	ps
floorplanning	die extent in x	484	um
grt	vias in the first global route	56310	
critical_path	CP Cell Sequence	clkdlybuf4s50_1	
cells_and_area	cell area after layout	130000	um^2
grt	Remaining Overflow, GRT	0	
critical_path	crit path max fanout	2	
critical_path	Worst Path Class, Setup	reg2out	
clock_tree	clk root buf	clkbuf_16	
power	leak pwr	66.7	nW
synth	Seq/Total Area, Yosys	67.1	%
sta	final setup fails	0	
run_status	status	finished clean	
cells_and_area	synth-to-layout area growth	12.2	%
synth	biggest area cells	dfrtp_1, mux2_2, buf_2, ha_1, fa_1	
drt	First DRT Iteration DRCs	2153	
place	IO Port Bufs	26	
grt	global-route wire length before repair	263000	um
critical_path	critical path launch point type	flip-flop	
floorplanning	Die Y	484	um
synth	Yosys top cell by area	dfrtp_1	
critical_path	crit end category	output port	
floorplanning	chip area	234000	um^2
sta	Slew @ Worst Pin	768	ps
drt	Vias/cell	5.17	
cells_and_area	Top cells excl fill/tap	dfrtp_1, mux2_2, clkbuf_16, clkbuf_8, clkbuf_1	
clock_tree	CTS tree	built	
## worst register-to-register path: cells and delay by family, from the launching register on
family / cells / cell delay [ps]
flip-flops: 1 / 330
AND/OR/NAND/NOR: 1 / 300
adder cells (fa/ha/maj): 2 / 1030
AND-OR/OR-AND: 5 / 1130
buffers and inverters: 2 / 130
## power by group
part	switching (mW)	total (mW)	internal, mW
Clock	7.00	17.9	10.9
Sequential	0.457	20.6	20.1
Combinational	1.60	3.21	1.61
## final timing paths
path / from / end / slack [ps] / depth (start not counted)
max reg2reg: sum[1] / sum[8] / 3590 / 10
min reg2reg: REG_ARRAY[250][0] / REG_ARRAY[251][0] / 450 / 1
max: Q[10] / Q[10] / 3520 / 1
max in group asynchronous: reset_n / REG_ARRAY[59][5] / 4430 / 3
min: reset_n / REG_ARRAY[248][7] / 360 / 1
min in group clk0: REG_ARRAY[250][0] / REG_ARRAY[251][0] / 450 / 1
## sequential cells by signal (all words and copies together), names as in the netlist
signal / count
Q: 12
sum: 20
REG_ARRAY: 3084
## layout make-up
cell class	count	area, um^2	share of cell area [%]
antenna	1	2.50	0.00192
clock buffer	487	9830	7.54
sequential	3116	78000	59.8
inverter	59	221	0.170
tap	3026	3790	2.90
timing repair buffer	111	1380	1.06
multi-input combinational	3290	36300	27.8
clock inverter	88	877	0.673
## cell families (layout without fill, tap and decap cells)
group                    after synthesis  in the layout  synth area share (%)
other                                  0              1                     0
multiplexers                        3089           3089                  29.9
XOR/XNOR                               9              9                0.0678
adder cells (fa/ha/maj)               32             32                 0.422
AND-OR/OR-AND                         94             94                 0.546
AND/OR/NAND/NOR                       66             66                 0.267
buffers and inverters                413            745                  1.67
flip-flops                          3116           3116                  67.1
## synthesized netlist by cell type (3+ instances only)
library cell,count
a211oi_1,5
a21o_1,9
a21oi_1,15
a31oi_1,3
and2_1,3
buf_2,302
clkbuf_1,49
dfrtp_1,3116
fa_1,12
ha_1,20
inv_1,57
mux2_2,3085
mux2i_1,3
nand2_1,28
nand3_1,6
nor2_1,11
nor3_1,5
o21a_1,4
o21ai_0,24
o21ai_1,6
or3_1,4
xnor2_1,8
## routing by layer
layer	vias up	wire, um	GRT usage [%]	share of wire (%)
met1	27365	67600	22.0	48
met2	423	64200	20.2	45
met3	387	4550	2.20	3.2
met4	0	4750	3.93	3.4
met5	-	0	0	0
li1	24456	-	-	-
## per-stage QoR
stage,worst slack [ps],total power [mW]
floorplan,3780,23.2
global placement,2970,24.1
detailed placement,2950,24.2
CTS,3420,42.5
global route,3420,43.7
finish,3520,41.6
Power and IR drop assume default switching activity.
